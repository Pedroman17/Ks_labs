$ cat flow/design.v
module alb (
    input wire clk,               
    input wire reset,             
    input wire [3:0] R_in,        
    input wire [3:0] S_in,        
    input wire CI,                
    input wire [1:0] I,           
    output reg [3:0] F_ALB,       
    output wire CO,               
    output wire VO,               
    output wire NO,               
    output wire ZO                
);
    reg [3:0] R_reg, S_reg;
    reg CI_reg;
    reg [1:0] I_reg;
    wire [3:0] sum_result, sub_result, or_result, xnor_result;
    wire sum_co, sub_co, sum_vo, sub_vo;
    always @(posedge clk or posedge reset) begin
        if (reset) begin
            R_reg <= 4'b0;
            S_reg <= 4'b0;
            CI_reg <= 1'b0;
            I_reg <= 2'b0;
        end else begin
            R_reg <= R_in;
            S_reg <= S_in;
            CI_reg <= CI;
            I_reg <= I;
        end
    end
    assign {sum_co, sum_result} = S_reg + R_reg + CI_reg;  
    assign {sub_co, sub_result} = S_reg - R_reg - 1 + CI_reg;  
    assign or_result = S_reg | R_reg;  
    assign xnor_result = ~(S_reg ^ R_reg);  
    wire sum_msb_cin, sum_msb_cout, sub_msb_cin, sub_msb_cout;
    assign sum_msb_cin = (S_reg[2] + R_reg[2] + CI_reg >= 2) ? 1 : 0;
    assign sum_msb_cout = (sum_result[3] >= 2) ? 1 : 0;
    assign sum_vo = sum_msb_cin ^ sum_msb_cout;
    assign sub_msb_cin = (S_reg[2] - R_reg[2] - 1 + CI_reg >= 2) ? 1 : 0;
    assign sub_msb_cout = (sub_result[3] >= 2) ? 1 : 0;
    assign sub_vo = sub_msb_cin ^ sub_msb_cout;
    always @(*) begin
        case (I_reg)
            2'b00: F_ALB = sub_result;  
            2'b01: F_ALB = or_result;   
            2'b10: F_ALB = sum_result;  
            2'b11: F_ALB = xnor_result;  
            default: F_ALB = 4'b0;
        endcase
    end
    assign CO = (I_reg == 2'b00) ? sub_co : (I_reg == 2'b10) ? sum_co : 1'b0;
    assign VO = (I_reg == 2'b00) ? sub_vo : (I_reg == 2'b10) ? sum_vo : 1'b0;
    assign NO = F_ALB[3];  
    assign ZO = (F_ALB == 4'b0);  
endmodule
$ cat flow/run.sh
#!/bin/bash
# OpenROAD 26Q1-2900-gdf79404cd8, Yosys 0.63+post, stock flow scripts
make -C /OpenROAD-flow-scripts/flow DESIGN_CONFIG=/design/flow/config.mk WORK_HOME=/design/flow/orfs finish
$ cat flow/config.mk
export PLATFORM = sky130hd
export DESIGN_NAME = alb
export DESIGN_NICKNAME = alb
export VERILOG_FILES = /design/flow/design.v
export SDC_FILE = /design/flow/constraint.sdc
export NUM_CORES = 4
export LEC_CHECK = 1
export CORE_AREA = 10 10 73 73
export DIE_AREA = 0 0 83 83
export SYNTH_HDL_FRONTEND = slang
$ cat flow/constraint.sdc
current_design alb

set clk_period 3.3
set clk_io_pct 0.2

create_clock -name clk0 -period $clk_period [get_ports {clk}]

set non_clock_inputs [all_inputs -no_clocks]
set_input_delay [expr $clk_period * $clk_io_pct] -clock clk0 $non_clock_inputs
set_output_delay [expr $clk_period * $clk_io_pct] -clock clk0 [all_outputs]
==> impl_metrics.yaml <==
# yosys + openroad results
final_timing:
  slew_headroom_pct: 68.2
  finalSetupTns_ns: 0
  finalSetupViolCount: 0
  finalCritPeriodShare_pct: 95.6
  rsz0062_at_grt: "false"
  tightest_slew_ns: 0.477
  min_period_ns: 3.15
  slew_violations: 0
  finalHoldViolCount: 0
  fmax_ghz: 0.317
  holdWs_ns: 0.702
yosys:
  top_cell_area_share_pct: 32.9
  ys_cells: 83
  ff_type: "dfrtp_1"
  syn-cell-area_um2: 837
  ys_seq_share_pct: 32.9
  area_leaders: "dfrtp_1, ha_1, fa_1"
  ys_types: 31
  edf_count: 0
  synth_flops: 11
  synthArstFlopShare_pct: 100
  avgSynthCellArea_um2: 10.1
  top_area_cell: "dfrtp_1"
  yosys-stat-area_um2: 837
  ys_warn_count: 0
  syn_inst: 83
final_layout:
  lay_top_count: "clkdlybuf4s50_1"
  postLayoutCoreUtil_pct: 30.2
  fin_cells: 151
  final_cell_mix: "clkdlybuf4s50_1, inv_1, dfrtp_1, ha_1, a21oi_1"
  syn_to_final_growth_pct: 35.0
  drive_gt1_share_pct: 11.7
die:
  die_h_um: 83
  core-area_um2: 3740
  die_width_um: 83
  ios: 21
  initCoreUtil_pct: 22.4
  dieArea_um2: 6890
  rows: 22
placement:
  port_buffers: 20
  hpwlAfterDp_mm: 1.39
  dp_cells: 147
  place_congestion: 0.801
routing:
  routed_wl_mm: 1.63
  vias_per_cell: 4.01
  antennaDiodeCount: 0
  drcViolationCount: 0
  vias: 605
  firstDrtPassIters: 2
  drt_iter0_markers: 42
  final_antenna_net_count: 0
  wl_per_cell_um: 10.8
worst_setup_path:
  worstSetupPathType: "register to output port"
  endpoint_kind: "output port"
  crit_end: "NO"
  cp-start-kind: "register"
  cp-startpoint: "R_reg[0]"
  cp.required_ns: 2.64
  cp.arrival_ns: 2.49
  cp_max_fo: 2
run:
  max-cap-violations: 0
  warnings: 32
global_routing:
  antenna_found_initial: 0
  grt.overflow.total: 0
  grt_use_total_pct: 4.64
  grt_max_degree: 15
  grt_pass1_wl_mm: 2.85
  grt_pass1_vias: 679
clock_network:
  path_clk_slew_ns: 0.05
  cts_made_buffers: 3
  postCtsSetupBuffers: 0
  clock_path_buffers: 2
  cts_tree: "built"
  cts-root-buf: "clkbuf_8"
  clkSinkCount: 11
  cts_max_level: 1
min_path:
  hp-class: "input pin to asynchronous set/reset pin"
power:
  ir_drop_v: 0.000171
  p_per_area_nw_per_um2: 343
  leakagePower_nw: 0.526
outcome:
  status: "complete, no violations"
## layer usage
metal | global-route usage (%) | vias up | share of wire (%)
met1 | 5.92 | 269 | 48
met2 | 6.91 | 16 | 42
met5 | 0 | - | 0
met3 | 2.26 | 2 | 9.4
met4 | 0.923 | 0 | 0.55
li1 | - | 318 | -
## worst min path at each step
stage	endpoint	from	cells past startpoint
global route	CI_reg	reset	2
finish	I_reg[0]	reset	2
CTS	I_reg[0]	reset	2
## Yosys cell counts (2+ instances only)
| cell type | n |
|---|---|
| fa_1 | 4 |
| inv_1 | 14 |
| mux2i_1 | 2 |
| nor2_1 | 2 |
| dfrtp_1 | 11 |
| o21ai_0 | 3 |
| ha_1 | 11 |
| a21oi_1 | 5 |
| nor2b_1 | 2 |
| nor3_1 | 2 |
| a211oi_1 | 2 |
| o31a_1 | 2 |
| clkbuf_1 | 2 |
| nand2_1 | 4 |
## power breakdown
part / internal [W] / total (W) / leakage [nW] / switching [W]
clock: 0.0000826 / 0.000130 / 0.0255 / 0.0000473
sequential: 0.000142 / 0.000154 / 0.128 / 0.0000115
combinational: 0.0000622 / 0.000104 / 0.372 / 0.0000414
total: 0.000287 / 0.000387 / 0.526 / 0.000100
## stage by stage
step / area (um2) / setup WS, ns / power (W)
after floorplan: 837 / 0.751 / 0.000214
after global placement: 1070 / 0.229 / 0.000259
after global routing: 1130 / 0.0121 / 0.000418
after detailed placement: 1070 / 0.239 / 0.000260
final: 1130 / 0.147 / 0.000387
after CTS: 1120 / 0.0684 / 0.000396
## repair_timing
| action | in CTS | in global routing |
|---|---|---|
| resized | 3 | 4 |
| pin swaps | 0 | 1 |
| hold buffers | 0 | 0 |
| setup endpoints to repair | 1 | 4 |
## worst max-delay path, cell delays in order, from the launching register on
cell and delay [ns]:
dfrtp_1 0.38, inv_2 0.06, fa_1 0.43, nor3b_2 0.17, o31a_1 0.28, o31a_1 0.27
or2_1 0.25, clkdlybuf4s50_1 0.41
## cell type report
| class | instances | area [um2] |
|---|---|---|
| clock inverter | 1 | 5.00 |
| clock buffer | 3 | 41.3 |
| tap | 48 | 60.1 |
| timing repair buffer | 20 | 201 |
| sequential | 11 | 275 |
| multi-input combinational | 54 | 494 |
| fill | 403 | 2610 |
| inverter | 14 | 52.6 |
## cells by family (layout without fill, tap and decap cells)
group / after synthesis / count (layout) / synth area share, %
flip-flops: 11 / 11 / 32.9
AND-OR/OR-AND: 18 / 18 / 14.8
multiplexers: 3 / 3 / 3.74
XOR/XNOR: 1 / 1 / 1.05
buffers and inverters: 18 / 38 / 9.42
adder cells (fa/ha/maj): 15 / 15 / 26.0
AND/OR/NAND/NOR: 17 / 17 / 12.1
Power is estimated from default activity; no workload was simulated.
