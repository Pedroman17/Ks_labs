--- ./config.mk ---
export PLATFORM = sky130hd
export DESIGN_NAME = reference_model
export DESIGN_NICKNAME = reference_model
export VERILOG_FILES = /design/flow/design.v
export SDC_FILE = /design/flow/constraint.sdc
export NUM_CORES = 4
export LEC_CHECK = 1
export CORE_AREA = 10 10 74 74
export DIE_AREA = 0 0 84 84
export SYNTH_HDL_FRONTEND = slang
--- ./constraint.sdc ---
current_design reference_model

set clk_period 4.2
set clk_io_pct 0.2

create_clock -name clk0 -period $clk_period

set non_clock_inputs [all_inputs -no_clocks]
set_input_delay [expr $clk_period * $clk_io_pct] -clock clk0 $non_clock_inputs
set_output_delay [expr $clk_period * $clk_io_pct] -clock clk0 [all_outputs]
--- ./design.v ---
module reference_model (
    input [3:0] R,
    input [3:0] S,
    input CI,
    input [1:0] I,
    output reg [3:0] ref_F_ALB,
    output reg ref_CO,
    output reg ref_VO,
    output reg ref_NO,
    output reg ref_ZO
);
    reg [4:0] temp_result;
    always @(*) begin
        case (I)
            2'b00: begin  
                temp_result = S - R - 1 + CI;
                ref_F_ALB = temp_result[3:0];
                ref_CO = temp_result[4];
                ref_VO = ((S[3] == R[3]) && (ref_F_ALB[3] != S[3])) ? 1 : 0;
                ref_NO = ref_F_ALB[3];
                ref_ZO = (ref_F_ALB == 4'b0);
            end
            2'b01: begin  
                ref_F_ALB = S | R;
                ref_CO = 1'b0;
                ref_VO = 1'b0;
                ref_NO = ref_F_ALB[3];
                ref_ZO = (ref_F_ALB == 4'b0);
            end
            2'b10: begin  
                temp_result = S + R + CI;
                ref_F_ALB = temp_result[3:0];
                ref_CO = temp_result[4];
                ref_VO = ((S[3] == R[3]) && (ref_F_ALB[3] != S[3])) ? 1 : 0;
                ref_NO = ref_F_ALB[3];
                ref_ZO = (ref_F_ALB == 4'b0);
            end
            2'b11: begin  
                ref_F_ALB = ~(S ^ R);
                ref_CO = 1'b0;
                ref_VO = 1'b0;
                ref_NO = ref_F_ALB[3];
                ref_ZO = (ref_F_ALB == 4'b0);
            end
            default: begin
                ref_F_ALB = 4'b0;
                ref_CO = 1'b0;
                ref_VO = 1'b0;
                ref_NO = 1'b0;
                ref_ZO = 1'b0;
            end
        endcase
    end
endmodule
--- ./run.sh ---
#!/bin/bash
# OpenROAD 26Q1-2900-gdf79404cd8, Yosys 0.63+post, stock flow scripts
make -C /OpenROAD-flow-scripts/flow DESIGN_CONFIG=/design/flow/config.mk WORK_HOME=/design/flow/orfs finish
==> impl_metrics.tcl <==
# yosys + openroad results
set metrics [dict create \
    seq_power_share_pct 0 \
    crit_type "in -> out" \
    placed_cells 163 \
    max_slew_margin_pct 73.3 \
    wl_um 1710 \
    post-route-period-util_pct 97.3 \
    worstPathBufferInverterCount 4 \
    synth_chip_area_um2 663 \
    timing.final.max_slew_violations 0 \
    rsz0062_at_grt "true" \
    worst_setup_path_start_kind "input pin" \
    first_pass_grt_wire_length_um 2770 \
    slowest_delay_ps 510 \
    grt_max_degree 12 \
    cell_internal_pwr_uw 63.9 \
    nFillCells 455 \
    avgViaCountPerCell 4.09 \
    drive_above_1_share_pct 21.2 \
    crit_end "ref_F_ALB[2]" \
    core-area_um2 3970 \
    yosysWarnings 0 \
    die_width_um 84 \
    preCtsSetupSlack_ps -272 \
    cell_count_listed_in_synth_stat_txt 89 \
    powerDensity_nw_per_um2 118 \
    worstHoldStart "R[3]" \
    max_cap_viol_count 0 \
    worst-path-max-fanout 3 \
    detailed_place_hpwl_um 1510 \
    post_cts_buffers 0 \
    layout.clock_buffers 0 \
    syn_area_per_cell_um2 7.45 \
    floorplan.die_area_um2 7060 \
    total_switching_power_uw 51.8 \
    drt_iter0_markers 13 \
    io_pins 19 \
    floorplan.core_util_pct 16.7 \
    mappedNetlistArea_um2 663 \
    logic_area_um2 601 \
    number_of_antenna_violations_at_the_first_check_in_global_routing 0 \
    cellLeakagePower_uw 0.000419 \
    number_of_search_and_repair_iterations_in_the_first_detailed_routing_pass 4 \
    timing.final.hold_violations 0 \
    post_cts_hold_buffer_count 0 \
    final-setup-viol-count 0 \
    power.share.combinational_pct 100.0 \
    arrival_ps 3250 \
    setup_ws_ps 113 \
    maxClockFrequency_ghz 0.245 \
    seqCellArea_um2 0 \
    remaining_drcs 0 \
    hold_path.class "in -> out" \
    layout.cells.non_filler 163 \
    path_delay_family "buffers and inverters" \
    final_gp_congestion 0.857 \
    synth_unique_cells 36 \
    syn_inst 89 \
    worst-path-stages 9 \
    startpoint "CI" \
    hold_slack_ps 2710 \
    layout_overhead_on_the_synthesized_area_pct 47.5 \
    track_usage_pct 4.43 \
    vdd.ir_drop.worst_mv 0.0455 \
    endpoint_kind "output port" \
    warning_count 40 \
    result_of_the_run "complete, no violations" \
    detailroute.via_count 667 \
    finalWorstPathRequiredPeriod_ps 4090 \
    global_route.overflow_total 0 \
    antenna_left 0 \
    floorplan.die.height_um 84 \
    cpMaxStageDelayCell "clkdlybuf4s50_1" \
    worst_slew_pin_slew_ps 399 \
    p_sw_share_pct 44.8 \
    design.seq.count 0 \
    synth_sequential_area_ratio_pct 0 \
    route.detailed.wl_per_inst_um 10.5 \
    floorplan.rows 23 \
    cp_data_required_time_ps 3360 \
    first_global_vias 624 \
    critical_path.cell_chain "clkdlybuf4s50_1 -> inv_1 -> fa_2 -> fa_2 -> buf_4 -> mux2_2 -> a21oi_1 -> o21ai_0 -> clkdlybuf4s50_1" \
    numPortBuffers 19 \
    diodes 0 \
    final.setup.tns_ps 0 \
    clkPwrFrac_pct 0 \
]
-- cells by family after synthesis --
family	synth area share [%]
muxes	4.72
adders and majority gates	30.9
buffers and inverters	14.3
and+or+nand+nor	28.3
xor gates and xnor gates	3.96
AOI/OAI and AO/OA	17.7
-- cells in the final DEF (no fill, tap or decap), drive strengths merged, types with 4 or more instances in the layout --
cell / n
a21oi: 6
buf: 10
clkdlybuf4s50: 17
fa: 4
ha: 10
inv: 14
nand2: 4
nor3: 8
o21ai: 6
-- per-layer routing --
layer  wire length (um)  part of all wire, %  GRT usage [%]  vias to the layer above
met5                  0                    0              0                        -
met2                845                   49           8.01                        9
met4                  0                    0              0                        0
met1                813                   48           5.71                      297
li1                   -                    -              -                      361
met3                 49                  2.9          0.591                        0
-- layout make-up --
| cell class | count | share of cell area (%) |
|---|---|---|
| multi-input cells | 70 | 61.4 |
| repair buffers | 29 | 26.9 |
| well taps | 50 | 6.39 |
| inverters | 14 | 5.37 |
-- stage by stage --
stage | cell area (um2) | total power (uW) | util, %
CTS | 971 | 116 | 24.4
finish | 978 | 116 | 24.6
global route | 978 | 129 | 24.6
global placement | 948 | 113 | 23.9
floorplan | 663 | 63.4 | -
detailed placement | 948 | 113 | 23.9
-- how the worst min path moves through the flow --
stage / to / slack, ps / cells past startpoint
after CTS: ref_CO / 2730 / 5
after global routing: ref_CO / 2770 / 5
final: ref_CO / 2710 / 5
-- power groups by stage --
stage / clock network (uW) / logic (uW) / registers [uW]
after CTS: 0 / 116 / 0
after global routing: 0 / 129 / 0
final: 0 / 116 / 0
-- timing repair --
action | 4_1_cts | 5_1_grt
resized | 10 | 2
pin swaps | 2 | 2
endpoints found under the setup margin | 5 | 5
-- synth_stat cells (all sizes together) --
cell,number,area [um2]
nand4,1,6.26
or3,1,11.3
a31oi,1,6.26
buf,3,23.8
nand2,4,15.0
nor3,8,40.0
a2111oi,1,8.76
mux2,1,11.3
a32o,1,10.0
clkbuf,2,18.8
a21oi,6,30.0
nand3,3,15.0
and2,1,6.26
nor4b,1,8.76
and2b,2,18.8
nand4b,1,8.76
and3,1,6.26
ha,10,125
a22oi,1,7.51
a221oi,1,8.76
nor2,3,11.3
o21ai,6,30.0
a22o,1,8.76
xnor2,3,26.3
o21bai,1,7.51
nor3b,1,12.5
mux2i,2,20.0
nand3b,1,7.51
nor4,2,12.5
or4,1,7.51
fa,4,80.1
inv,14,52.6
Power is estimated from default activity; no workload was simulated.
